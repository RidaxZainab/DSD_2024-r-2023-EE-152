==> ./design.v <==
module lab6 (
    input logic [3:0] num,   
    input logic [2:0] sel,   
    input logic write,       
    input logic clk,         
    input logic reset,       
    output logic a, b, c, d, e, f, g, 
    output logic an0, an1, an2, an3, an4, an5, an6, an7 
);
    logic [7:0] sel_output;          
    logic [7:0][3:0] stored_values;  
    logic [3:0] selected_num;        
    logic [7:0] write_enable;        
    logic [3:0] displayed_num;
    logic [7:0] an;
    sel sel_decoder (
        .sel(sel),
        .out(sel_output)
    );
    always @(posedge clk) begin
        write_enable <= write ? ~sel_output : 8'b00000000; 
    end
    genvar i;
    generate
        for (i = 0; i < 8; i = i + 1) begin : dff_loop
            d_ff dff_inst (
                .clk(clk),
                .reset(reset),
                .write(write_enable[i]),  
                .d(num),                  
                .q(stored_values[i])      
            );
        end
    endgenerate
    mux mux_inst (
        .num(stored_values),  
        .sel(sel),            
        .selected_num(selected_num) 
    );
    assign displayed_num = write ? 4'b1111 : selected_num;
    num num_decoder (
        .num(displayed_num),  
        .a(a), .b(b), .c(c), .d(d), .e(e), .f(f), .g(g) 
    );
    assign an = write ? 8'b1111_1111 : sel_output;
    assign {an7, an6, an5, an4, an3, an2, an1, an0} = an;
endmodule
module d_ff (
    input clk,          
    input reset,        
    input write,        
    input [3:0] d,      
    output reg [3:0] q  
);
    always @(posedge clk) begin
        if (reset) 
            q <= 4'b0000;      
        else if (write) 
            q <= d;            
    end
endmodule
module mux (
    input  logic [7:0][3:0] num, 
    input  logic [2:0] sel,      
    output logic [3:0] selected_num 
);
    always_comb begin
        case (sel)
            3'b000: selected_num = num[0];
            3'b001: selected_num = num[1];
            3'b010: selected_num = num[2];
            3'b011: selected_num = num[3];
            3'b100: selected_num = num[4];
            3'b101: selected_num = num[5];
            3'b110: selected_num = num[6];
            3'b111: selected_num = num[7];
            default: selected_num = 4'b0000;
        endcase
    end
endmodule
module num (
    input logic [3:0] num,  
    output logic a, b, c, d, e, f, g
);
    always_comb begin
        case (num)
            4'h0: {a, b, c, d, e, f, g} = 7'b0000001;
            4'h1: {a, b, c, d, e, f, g} = 7'b1001111;
            4'h2: {a, b, c, d, e, f, g} = 7'b0010010;
            4'h3: {a, b, c, d, e, f, g} = 7'b0000110;
            4'h4: {a, b, c, d, e, f, g} = 7'b1001100;
            4'h5: {a, b, c, d, e, f, g} = 7'b0100100;
            4'h6: {a, b, c, d, e, f, g} = 7'b0100000;
            4'h7: {a, b, c, d, e, f, g} = 7'b0001111;
            4'h8: {a, b, c, d, e, f, g} = 7'b0000000;
            4'h9: {a, b, c, d, e, f, g} = 7'b0000100;
            4'hA: {a, b, c, d, e, f, g} = 7'b0001000;
            4'hB: {a, b, c, d, e, f, g} = 7'b1100000;
            4'hC: {a, b, c, d, e, f, g} = 7'b0110001;
            4'hD: {a, b, c, d, e, f, g} = 7'b1000010;
            4'hE: {a, b, c, d, e, f, g} = 7'b0110000;
            4'hF: {a, b, c, d, e, f, g} = 7'b0111000;
            default: {a, b, c, d, e, f, g} = 7'b1111111; 
        endcase
    end
endmodule
module sel (
    input  logic [2:0] sel,     
    output logic [7:0] out      
);
    always_comb begin
        out = 8'b1111_1111;     
        out[sel] = 0;           
    end
endmodule
==> ./run.sh <==
#!/bin/bash
# OpenROAD 26Q1-2900-gdf79404cd8, Yosys 0.63+post, stock flow scripts
make -C /OpenROAD-flow-scripts/flow DESIGN_CONFIG=/design/flow/config.mk WORK_HOME=/design/flow/orfs finish
==> ./config.mk <==
export PLATFORM = sky130hd
export DESIGN_NAME = lab6
export DESIGN_NICKNAME = lab6
export VERILOG_FILES = /design/flow/design.v
export SDC_FILE = /design/flow/constraint.sdc
export NUM_CORES = 4
export LEC_CHECK = 1
export CORE_AREA = 10 10 113 113
export DIE_AREA = 0 0 123 123
==> ./constraint.sdc <==
current_design lab6

set clk_period 4.2
set clk_io_pct 0.2

create_clock -name clk0 -period $clk_period [get_ports {clk}]

set non_clock_inputs [all_inputs -no_clocks]
set_input_delay [expr $clk_period * $clk_io_pct] -clock clk0 $non_clock_inputs
set_output_delay [expr $clk_period * $clk_io_pct] -clock clk0 [all_outputs]
==> flow_summary.yaml <==
# flow metrics
flow_run:
  cap_violations: 0
  warnings: 33
clock_tree:
  cts.sink_count: 40
  cts-root-buf: "clkbuf_8"
  clock_path_buffers: 2
  cts-buffers-inserted: 5
  insertion_delay_ns: 0.29
  cts_tree: "done"
  cts_max_level: 2
  clk_pin_slew_ns: 0.07
logic_synthesis:
  synth_cells: 219
  most_common_cell: "dfxtp_1"
  synth-async-reset-ratio: 0
  synth_area_leader_cell: "dfxtp_1"
  synth_area_per_cell_um2: 9.48
  synthTopCellsByCount: "dfxtp_1, mux2i_1, nor2_1"
  edf_count: 0
  ys_top_cells_by_area: "dfxtp_1, mux2i_1, ha_1"
  ys_cells: 219
  synth.distinct_cells: 39
  synth_area_um2: 2080
  synth_flops: 40
  synth_top_flop_cell: "dfxtp_1"
  yosys_warnings: 5
  postSynthSeqShare: 0.386
  yosysChipArea_um2: 2080
  synth.top_cell.area_share: 0.386
finish:
  stdcell_count: 395
  drive_gt1_frac: 0.251
  n_fill_cell: 1057
  final_util: 0.273
  postLayoutCellArea_um2: 2820
  syn2layout_area_growth_pct: 35.7
grt:
  grtUsageTotal: 0.0671
  grt_max_degree: 33
  use_met2: 0.104
  grt_pass1_vias: 1628
  top_usage_layer: "met2"
  antenna_found_initial: 0
  overflow: 0
  grt_pass1_wl_um: 8300
  met1_usage: 0.0932
  grt_util_met3: 0.0227
placement:
  dpl_cell_area_um2: 2610
  place_ws_ns: -0.406
  dp_hpwl_um: 3550
  io_buffers: 24
  dp_cells: 383
  gp_congestion: 0.793
final_timing:
  period_used_share: 0.963
  whs_ns: 0.499
  min_period_ns: 4.04
  tns_ns: 0
  finClkSkew_ns: 0.00376
  slew_headroom: 0.732
  hold_violations: 0
  timing.fmax_mhz: 247
  worst_slack_ns: 0.156
  finalSetupViolCount: 0
  drv_slew: 0
  grt_setup_unrepaired: "false"
  tightest_slew_ns: 0.401
power_and_ir_drop:
  design_power_total_mw: 0.861
  power.leakage_nw: 1.08
  irDropWorstVdd_uv: 127
  p_per_area_nw_per_um2: 306
die:
  fp_util: 0.201
  dieHeight_um: 123
  die_area_um2: 15100
  core-area_um2: 10300
  ios: 25
  num_rows: 37
  die_width_um: 123
worst_setup_path:
  required_ns: 3.36
  arrival_ns: 3.20
  critical_path.max_fanout: 3
  r2r_cells: 2
  r2r-end: "dff_loop[0].dff_inst.q[2]$_SDFFE_PP0P_"
  r2r_start: "write_enable[0]$_SDFF_PN0_"
  cp_num_buf_inv: 6
  crit_type: "in -> out"
  r2r_setup_slack_ns: 3.30
  path_cells: "dlygate4sd2_1, buf_4, mux2_4, a221o_1, a221oi_4, buf_4, buf_4, inv_2, ha_2, mux2i_1, mux2i_1, clkdlybuf4s50_1"
  crit_family: "buffers and inverters"
  cpPeakStageDelay_ns: 0.41
  crit_path_frequent_cell: "buf_4"
  slowest_stage: "clkdlybuf4s50_1"
  cp-end-kind: "output pin"
  critPathLaunchType: "input port"
status:
  status: "finished, final reports clean"
routing:
  drt-initial-drc-count: 111
  avgViaCountPerCell: 4.11
  via_count: 1624
  first_pass_iters: 4
  ant_nets: 0
  drc: 0
  antenna_cells: 0
  drt_wl_total_um: 4880
  wl_per_cell_um: 12.4
min_path:
  holdPathEnd: "dff_loop[3].dff_inst.q[3]$_SDFFE_PP0P_"
  whs_path_depth: 2
  min_from: "dff_loop[3].dff_inst.q[3]$_SDFFE_PP0P_"
  hp-class: "reg -> reg"
-- worst min-delay path, delay by kind of cell (launching register included) --
family / cells / cell delay [ns]
DFF: 1 / 0.33
muxes: 1 / 0.06
and+or+nand+nor: 1 / 0.08
-- power by group --
group	switching, mW	total [mW]	internal, mW
Sequential	0.00835	0.397	0.388
Combinational	0.0724	0.160	0.0873
Clock	0.129	0.305	0.176
Total	0.209	0.861	0.652
-- worst max path at each step --
stage / start / endpoint / slack [ns] / depth (start not counted)
after CTS: sel[0] / b / -0.008 / 12
after global routing: sel[2] / d / 0.04 / 12
final: sel[2] / d / 0.16 / 12
-- placed cells by master, fill, tap and decap left out, types with 3 or more instances in the layout --
| cell type | netlist | routed |
|---|---|---|
| nor2_1 | 36 | 36 |
| ha_1 | 11 | 4 |
| and3_1 | 4 | 4 |
| dlygate4sd2_1 | 0 | 4 |
| clkbuf_8 | 0 | 5 |
| buf_6 | 0 | 5 |
| dfxtp_1 | 40 | 40 |
| buf_4 | 1 | 23 |
| inv_2 | 1 | 3 |
| inv_1 | 9 | 7 |
| clkdlybuf4s50_1 | 0 | 17 |
| ha_2 | 0 | 5 |
| mux2i_1 | 38 | 38 |
| a221o_1 | 4 | 4 |
| o21ai_1 | 3 | 3 |
| nand2_1 | 11 | 10 |
| a22oi_1 | 4 | 4 |
-- what timing repair did --
action,in CTS,in global routing
cloned,0,0
pin swaps,6,2
hold buffers,0,0
buffers inserted,4,1
gates resized,26,7
setup endpoints to repair,7,5
-- layout make-up --
class	instances	area, µm²	share of cell area
Clock buffer	6	72.6	0.0258
Clock inverter	2	35.0	0.0124
Inverter	10	37.5	0.0133
Multi-Input combinational cell	147	1200	0.428
Sequential cell	40	801	0.284
Tap cell	136	170	0.0604
Timing Repair Buffer	54	497	0.176
-- state kept, by name, indices dropped and copies added, names as in the netlist --
name	flops
dff_loop.dff_inst.q	32
write_enable	8
-- metal layers --
layer,vias to the layer above,routed length [µm]
li1,832,-
met3,5,293
met5,-,0
met2,28,2130
met4,0,47
met1,759,2420
-- kinds of logic (layout without fill, tap and decap cells) --
logic type	Yosys count	after routing	share of synthesized area
buf+inv	32	72	0.0645
fa+ha+maj	11	11	0.0663
xor+xnor	1	1	0.00422
simple gates	69	69	0.165
mux	41	41	0.201
flops	40	40	0.386
compound gates	25	25	0.113
No activity file was given, so power comes from the tool's default toggle rates.
