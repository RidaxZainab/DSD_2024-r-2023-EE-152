File: flow/design.v
module lab5(
    input  logic [3:0] nums,     
    input  logic [2:0] sel,      
    output logic a, b, c, d, e, f, g,  
    output logic AN0, AN1, AN2, AN3, AN4, AN5, AN6, AN7 
);
    struct_nums seven_seg_decoder (
        .nums(nums),
        .a(a),
        .b(b),
        .c(c),
        .d(d),
        .e(e),
        .f(f),
        .g(g)
    );
    struct_sel display_selector (
        .sel(sel),
        .AN0(AN0),
        .AN1(AN1),
        .AN2(AN2),
        .AN3(AN3),
        .AN4(AN4),
        .AN5(AN5),
        .AN6(AN6),
        .AN7(AN7)
    );
endmodule
module struct_nums(
    input logic [3:0] nums,
    output logic a, b, c, d, e, f, g
);
    wire n4 = nums[0];
    wire n3 = nums[1];
    wire n2 = nums[2];
    wire n1 = nums[3];
    assign a = (~n1 & n2 & ~n3 & ~n4) | (~n1 & ~n2 & ~n3 & n4) | (n1 & n2 & ~n3 & n4) | (n1 & ~n2 & n3 & n4);
    assign b = (n1 & n2 & ~n4) | (n1 & n2 & n3) | (n2 & n3 & ~n4) | (~n1 & n2 & ~n3 & n4) | (n1 & ~n2 & n3 & n4);
    assign c = (n1 & n2 & ~n4) | (n1 & n2 & n3) | (~n1 & ~n2 & n3 & ~n4);
    assign d = (n2 & n3 & n4) | (~n1 & ~n2 & ~n3 & n4) | (~n1 & n2 & ~n3 & ~n4) | (n1 & ~n2 & n3 & ~n4);
    assign e = (~n1 & n4) | (~n1 & n2 & ~n3) | (~n2 & ~n3 & n4);
    assign f = (~n1 & ~n2 & n4) | (~n1 & ~n2 & n3) | (~n1 & n3 & n4) | (n1 & n2 & ~n3 & n4);
    assign g = (~n1 & ~n2 & ~n3) | (~n1 & n2 & n3 & n4) | (n1 & n2 & ~n3 & ~n4);
endmodule
module struct_sel(
    input  logic [2:0] sel,   
    output logic AN0, AN1, AN2, AN3, AN4, AN5, AN6, AN7
);
    assign AN0 = ~(~sel[2] & ~sel[1] & ~sel[0]);
    assign AN1 = ~(~sel[2] & ~sel[1] &  sel[0]);
    assign AN2 = ~(~sel[2] &  sel[1] & ~sel[0]);
    assign AN3 = ~(~sel[2] &  sel[1] &  sel[0]);
    assign AN4 = ~( sel[2] & ~sel[1] & ~sel[0]);
    assign AN5 = ~( sel[2] & ~sel[1] &  sel[0]);
    assign AN6 = ~( sel[2] &  sel[1] & ~sel[0]);
    assign AN7 = ~( sel[2] &  sel[1] &  sel[0]);
endmodule
File: flow/constraint.sdc
current_design lab5

set clk_period 1.3
set clk_io_pct 0.2

create_clock -name clk0 -period $clk_period

set non_clock_inputs [all_inputs -no_clocks]
set_input_delay [expr $clk_period * $clk_io_pct] -clock clk0 $non_clock_inputs
set_output_delay [expr $clk_period * $clk_io_pct] -clock clk0 [all_outputs]
File: flow/run.sh
#!/bin/bash
# OpenROAD 26Q1-2900-gdf79404cd8, Yosys 0.63+post, stock flow scripts
make -C /OpenROAD-flow-scripts/flow DESIGN_CONFIG=/design/flow/config.mk WORK_HOME=/design/flow/orfs finish
File: flow/config.mk
export PLATFORM = sky130hd
export DESIGN_NAME = lab5
export DESIGN_NICKNAME = lab5
export VERILOG_FILES = /design/flow/design.v
export SDC_FILE = /design/flow/constraint.sdc
export NUM_CORES = 4
export LEC_CHECK = 1
export CORE_AREA = 10 10 70 70
export DIE_AREA = 0 0 80 80
==> impl_metrics.json <==
{
  "syn_to_final_growth_pct": 160,
  "mostFrequentLayoutCell": "buf_4",
  "drt.antenna.violating_nets": 0,
  "drt_pass1_iterations": 2,
  "grt_max_degree": 10,
  "hold_viol_final": 0,
  "gp_congestion": 0.634,
  "hpwl_microns": 979,
  "port_buffers": 22,
  "ys_area_sq_um": 265,
  "antenna_found_initial": 0,
  "cp_num_buf_inv": 4,
  "p_leak_nw": 0.301,
  "dieHeight_microns": 80,
  "topCellsByArea": "a21oi_1, buf_6, nand3b_1, or3b_2, o2bb2ai_2",
  "syn-instance-count": 39,
  "grt-ovfl-total": 0,
  "powerDensity_nw_per_um2": 285,
  "grt_first_pass_wirelength_microns": 1940,
  "timing.final.ws_setup_ns": -0.0210,
  "ios": 22,
  "violations": "setup timing",
  "min_period_over_period_pct": 102,
  "flop-count": 0,
  "min_path_type": "in -> out",
  "maxCapViolCount": 0,
  "top_area_share_pct": 9.43,
  "syn_area_sq_um": 265,
  "vias_per_cell": 3.52,
  "outcome": "finished with violations",
  "power.total_mw": 0.197,
  "drive_gt1_share_pct": 65.4,
  "holdWs_ns": 0.808,
  "rsz0062_at_grt": "true",
  "clkbuf_count": 0,
  "slew_headroom_pct": 84.3,
  "ys_sh_adder_pct": 4.25,
  "simple_gate_share_pct": 41.0,
  "rows": 21,
  "finalSetupViolCount": 1,
  "criticalPathCategory": "in -> out",
  "vias": 437,
  "cp-end-kind": "primary output",
  "compound_area_share_pct": 35.8,
  "slew_viol_final": 0,
  "drcViolationCount": 0,
  "tightest_slew_ns": 0.233,
  "synth_seq_share_pct": 0,
  "n_fill_cell": 383,
  "max_freq_mhz": 757,
  "ys_warn_count": 0,
  "grt_pass1_vias": 409,
  "utilization_pct": 20.2,
  "ys_sh_mux_pct": 0,
  "n_antenna_cell": 0,
  "drt-initial-drc-count": 8,
  "routedWlPerCell_microns": 9.81,
  "synth_cell_type_count": 25,
  "regArea_sq_um": 0,
  "dieArea_sq_um": 6400,
  "cp.arrival_ns": 1.06,
  "worst_path_max_delay_cell": "nor3b_4",
  "ys_cells": 39,
  "xor_share_pct": 3.30,
  "die_w_microns": 80,
  "warnings": 34,
  "lay_top_cells": "buf_4, buf_2, buf_6, a21oi_1, dlygate4sd2_1",
  "cp.required_ns": 1.04,
  "core_region_area_sq_um": 3420,
  "largest_area_cell": "a21oi_1",
  "slowest_delay_ns": 0.15,
  "fp_util_pct": 7.77,
  "vdd_drop_max_mv": 0.0446,
  "period_minus_slack_ns": 1.32,
  "track_usage_pct": 3.53,
  "start_kind": "primary input",
  "crit_family": "buffers and inverters",
  "avgSynthCellArea_sq_um": 6.80,
  "path_cells": "buf_8 > nor3b_4 > buf_4 > buf_6 > a211oi_2 > a21oi_1 > buf_2",
  "wl_microns": 1220,
  "logic_family": "simple AND/OR/NAND/NOR gates",
  "worstPathMaxFanout": 5
}
-- area by class of cell --
class / instances / area [sq um] / area share [%]
Timing Repair Buffer: 42 / 354 / 51.3
Multi-Input combinational cell: 33 / 268 / 38.8
Tap cell: 46 / 57.6 / 8.33
Inverter: 3 / 11.3 / 1.63
-- worst paths after layout --
path                start   to  slack [ns]  cells past startpoint
setup / recovery  nums[2]    b       -0.02                      7
hold / removal     sel[0]  AN4        0.81                      3
-- worst min-delay path, stage by stage --
cell    delay, ns
buf_2        0.10
or3b_2       0.10
buf_2        0.08
-- report_power, final --
part	internal [mW]	total, mW	switching (mW)
Clock	0	0	0
Sequential	0	0	0
Combinational	0.121	0.197	0.0756
-- per-stage QoR --
step | cell area [sq um] | setup slack, ns | cells | setup TNS [ns]
floorplan | 265 | 0.213 | 39 | 0
global placement | 618 | -0.927 | 118 | -9.56
detailed placement | 618 | -0.898 | 118 | -9.70
CTS | 636 | -0.0870 | 122 | -0.0870
global route | 691 | -0.0647 | 124 | -0.109
finish | 691 | -0.0210 | 124 | -0.0210
-- cell families (layout without fill, tap and decap cells) --
logic type      count (synthesis)  count (layout)
simple gates                   17              17
compound gates                 14              14
buf+inv                         6              45
fa+ha+maj                       1               1
xor+xnor                        1               1
-- metal layers --
metal / up-vias / global-route usage (%) / routed length, microns
met5: - / 0 / 0
met4: 0 / 0 / 0
met3: 0 / 0.909 / 65
met2: 13 / 5.30 / 528
met1: 200 / 5.21 / 624
li1: 224 / - / -
-- cells in the mapped netlist, drive strengths merged (2+ instances only) --
library cell and instances:
nor3 2, or3b 2, nand3b 3, inv 3, nor2 3, nand2 2, a21oi 5, o21ai 3
buf 3, o2bb2ai 2
-- timing repair --
action / in CTS / in global routing
hold buffers: 0 / 0
endpoints found under the setup margin: 15 / 7
resized: 75 / 17
setup buffers: 4 / 2
pin swaps: 6 / 5
