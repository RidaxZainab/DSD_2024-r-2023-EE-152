File: ./config.mk
export PLATFORM = sky130hd
export DESIGN_NAME = beh_nums
export DESIGN_NICKNAME = beh_nums
export VERILOG_FILES = /design/flow/design.v
export SDC_FILE = /design/flow/constraint.sdc
export NUM_CORES = 4
export LEC_CHECK = 1
export CORE_AREA = 10 10 70 70
export DIE_AREA = 0 0 80 80
File: ./constraint.sdc
current_design beh_nums

set clk_period 1.0
set clk_io_pct 0.2

create_clock -name clk0 -period $clk_period

set non_clock_inputs [all_inputs -no_clocks]
set_input_delay [expr $clk_period * $clk_io_pct] -clock clk0 $non_clock_inputs
set_output_delay [expr $clk_period * $clk_io_pct] -clock clk0 [all_outputs]
File: ./design.v
module beh_nums (
    input logic [3:0] nums,   
    output logic a, b, c, d, e, f, g
);
    always_comb begin
        case (nums)
            4'h0: {a, b, c, d, e, f, g} = 7'b0000001;
            4'h1: {a, b, c, d, e, f, g} = 7'b1001111;
            4'h2: {a, b, c, d, e, f, g} = 7'b0010010;
            4'h3: {a, b, c, d, e, f, g} = 7'b0000110;
            4'h4: {a, b, c, d, e, f, g} = 7'b1001100;
            4'h5: {a, b, c, d, e, f, g} = 7'b0100100;
            4'h6: {a, b, c, d, e, f, g} = 7'b0100000;
            4'h7: {a, b, c, d, e, f, g} = 7'b0001111;
            4'h8: {a, b, c, d, e, f, g} = 7'b0000000;
            4'h9: {a, b, c, d, e, f, g} = 7'b0000100;
            4'hA: {a, b, c, d, e, f, g} = 7'b0001000;
            4'hB: {a, b, c, d, e, f, g} = 7'b1100000;
            4'hC: {a, b, c, d, e, f, g} = 7'b0110001;
            4'hD: {a, b, c, d, e, f, g} = 7'b1000010;
            4'hE: {a, b, c, d, e, f, g} = 7'b0110000;
            4'hF: {a, b, c, d, e, f, g} = 7'b0111000;
            default: {a, b, c, d, e, f, g} = 7'b1111111;  
        endcase
    end
endmodule
File: ./run.sh
#!/bin/bash
# OpenROAD 26Q1-2900-gdf79404cd8, Yosys 0.63+post, stock flow scripts
make -C /OpenROAD-flow-scripts/flow DESIGN_CONFIG=/design/flow/config.mk WORK_HOME=/design/flow/orfs finish
==> flow_metrics.rpt <==
PHYSICAL IMPLEMENTATION REPORT
----------------------------------------------------
[Placement]
  HPWL reported at the end of detailed placement ........................ 682 um
  PortBufs ........................ 11
  Area after detailed placement ........................ 474 um^2
  Final Wtd Congestion ........................ 0.768

[Synth]
  Avg Inst Size Synth ........................ 7.02 um^2
  Seq/Total Area, Yosys ........................ 0
  Post-synth top area share ........................ 0.347
  Main area contributors ........................ sky130_fd_sc_hd__ha_1 35%, sky130_fd_sc_hd__o21ai_0 9.9%, sky130_fd_sc_hd__nand2_1 8.9%
  Post-synth top area cell ........................ sky130_fd_sc_hd__ha_1
  FA/HA/MAJ Cells, Area Fraction ........................ 0.347
  Synth Instances ........................ 36
  Chip Area, Yosys ........................ 253 um^2
  Simple-gate area share of the yosys netlist ........................ 0.183
  And-or/or-and share of the synthesized area ........................ 0.277
  Netlist Area Pre-Place ........................ 253 um^2
  Top logic cell family in the synthesized netlist ........................ adder cells
  Number of synthesis warnings ........................ 1
  Unique cell type count in the Yosys netlist ........................ 18
  Mux area share ........................ 0.0842
  Xor and xnor fraction of the mapped netlist area ........................ 0
  Ys cells ........................ 36

[Setup path]
  Buffering stage count on the worst path with inverters included ........................ 4
  Required time of the worst setup path ........................ 0.80 ns
  Critical path's slowest cell ........................ sky130_fd_sc_hd__dlygate4sd2_1
  Kind of cell with the highest combined delay on the critical path ........................ buffers and inverters
  Maximum single-stage delay on the critical path ........................ 0.23 ns
  Critical path depth in cells ........................ 7
  Arrival time at the worst endpoint ........................ 1.08 ns
  Startpoint Class ........................ input pin
  Ordered cell list for the critical path ........................ buf_8 > buf_6 > buf_4 > ha_4 > nand3_2 > o21ai_2 > dlygate4sd2_1
  Crit path max fanout ........................ 3
  Sort of element at the end of the critical path ........................ output port
  Type of the setup path with the least slack ........................ input pin to output port

[Final timing]
  Maximum achievable frequency ........................ 783 MHz
  Post-route fraction of the period consumed by the critical path ........................ 1.28
  Final Setup Violations ........................ 7
  Max-slew headroom ........................ 0.908
  Final Slew Violations ........................ 0
  RSZ-0062 raised after global routing ........................ yes
  Smallest setup slack after layout ........................ -0.277 ns
  Worst slew pin tran ........................ 0.137 ns
  Final Hold Vio Count ........................ 0
  Min Tclk post-route ........................ 1.28 ns
  Final TNS setup ........................ -1.50 ns

[Routing]
  Violation tally from detailed-route iteration zero ........................ 11
  Antenna diode count ........................ 0
  Routed via count ........................ 335
  Average routed wire per standard cell ........................ 9.20 um
  Final Routed Wirelength ........................ 984 um
  Total DRC errors in the routed layout ........................ 0
  Antenna-violating nets left ........................ 0
  Vias/cell ........................ 3.13
  Number of iterations in the first detailed-routing pass ........................ 3

[Pwr]
  Power per cell area ........................ 356 nW/um^2
  Leak ........................ 0.273 nW
  Peak VDD IR ........................ 0.0782 mV

[Final layout]
  Register cell area after layout ........................ 0 um^2
  Growth of design area from synthesis to finish ........................ 150%
  Most numerous logic cells after layout ........................ 11 x sky130_fd_sc_hd__buf_4, 7 x sky130_fd_sc_hd__buf_2, 5 x sky130_fd_sc_hd__ha_4, 5 x sky130_fd_sc_hd__buf_6
  Final design instance area without fill ........................ 631 um^2
  Flop count ........................ 0
  Fraction of layout cells with a size suffix above 1 ........................ 0.721
  Count of clock-net buffers in the final layout ........................ 0
  Most frequent standard cell in the layout excluding fill and tap cells ........................ sky130_fd_sc_hd__buf_4

[Hold path]
  Hold/Removal Path Class ........................ input pin to output port
  Origin of the worst min-delay path ........................ nums[1]
  Endpoint of the worst hold path ........................ g
  Hold-critical path depth ........................ 5

[Job]
  Count of warning messages emitted by the tools ........................ 40
  Maximum capacitance violations ........................ 0

[Clocking]
  Post-CTS Hold Fix Bufs ........................ 0

[Die]
  Die span in y ........................ 80 um
  Core Region ........................ 3420 um^2
  Count of standard-cell rows ........................ 21
  Die Outline Area ........................ 6400 um^2
  Die X-Extent ........................ 80 um
  Number of primary I/O pins ........................ 11
  Starting utilization of the core area ........................ 0.0740

[Status]
  Failing checks ........................ setup timing
  Status ........................ finished, violations left

[GRT]
  Global routing usage summed across all routing layers ........................ 0.0305
  Wire length of the first global-routing pass ........................ 1660 um
  Initial antenna violation count ........................ 0
  Grt ovf ........................ 0
  Number of global-route vias before repair ........................ 338
  Maximum number of pins on one net before global-route repair ........................ 8

----------------------------------------------------
power breakdown:
group          internal (W)  switching [W]
clock                     0              0
combinational      0.000128      0.0000959
sequential                0              0
total              0.000128      0.0000959
logic make-up (layout without fill, tap and decap cells):
| kind of cell | Yosys count | count (layout) |
|---|---|---|
| compound gates | 12 | 12 |
| mux | 2 | 2 |
| simple gates | 10 | 10 |
| fa+ha+maj | 7 | 7 |
| buf+inv | 5 | 30 |
synthesized netlist by cell type, types with 2 or more instances:
master                    n
sky130_fd_sc_hd__ha_1     7
sky130_fd_sc_hd__nand2_1  6
sky130_fd_sc_hd__o21ai_0  5
sky130_fd_sc_hd__inv_1    3
sky130_fd_sc_hd__nand3_1  2
worst max-delay path by stage:
stage | from | endpoint | slack, ns
final | nums[0] | f | -0.28
after global routing | nums[0] | d | -0.32
after CTS | nums[0] | d | -0.31
layer usage:
layer	vias up	routed length [um]	track usage
met1	150	438	0.0415
li1	179	-	-
met3	0	54	0.00568
met2	6	491	0.0514
met5	-	0	0
met4	0	0	0
metrics by stage:
step / utilization / std cells / power [W] / hold WS [ns] / worst slack [ns]
3_3_place_gp: 0.139 / 100 / 0.000167 / 1.51 / -1.15
4_1_cts: 0.179 / 107 / 0.000210 / 0.846 / -0.308
3_5_place_dp: 0.139 / 100 / 0.000168 / 1.51 / -1.16
6_report: 0.185 / 107 / 0.000224 / 0.837 / -0.277
5_1_grt: 0.185 / 107 / 0.000246 / 0.867 / -0.319
2_1_floorplan: - / 36 / 0.0000606 / 0.432 / 0.00778
what timing repair did:
action,in CTS,in global routing
cloned,0,0
buffers inserted,7,0
endpoints found under the setup margin,7,7
resized,69,6
pin swaps,13,4
area by class of cell:
type / instances / area (um^2)
Inverter: 3 / 16.3
Multi-Input combinational cell: 31 / 329
Fill cell: 374 / 2790
Timing Repair Buffer: 27 / 228
Tap cell: 46 / 57.6
Power figures rest on the tool's default switching activity, not on a simulated workload.
